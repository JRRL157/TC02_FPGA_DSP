==> flow/run.sh <==
#!/bin/bash
# OpenROAD 26Q1-2900-gdf79404cd8, Yosys 0.63+post, stock flow scripts
make -C /OpenROAD-flow-scripts/flow DESIGN_CONFIG=/design/flow/config.mk WORK_HOME=/design/flow/orfs finish
==> flow/design.v <==
typedef enum logic [2:0] {
   	ST_IDLE    = 3'b000, 
	ST_COMPUTE_PROD0 = 3'b001, 
	ST_COMPUTE_PROD1 = 3'b010,
	ST_COMPUTE_PROD2 = 3'b011,
	ST_COMPUTE_PROD3 = 3'b100,
	ST_END     = 3'b101
} multiplier_states_t;
typedef enum logic [3:0] {
   ST_IDLE_RAM_CONTROLLER = 4'd0,
	ST_READ_INPUT = 4'd1, 
	ST_CALC_PROD = 4'd2,
	ST_WAIT_CALC = 4'd3,
	ST_WRITE_OUTPUT = 4'd4,
	ST_WAIT_FINISH = 4'd5,
	ST_SET_FINISH = 4'd6,
	ST_WAIT_SHUTDOWN = 4'd7,
	ST_CLEAR = 4'd8
} dp_ram_controller_states_t;
module DE1_SoC_Default(
      output             ADC_CONVST,
      output             ADC_DIN,
      input              ADC_DOUT,
      output             ADC_SCLK,
      input              AUD_ADCDAT,
      inout              AUD_ADCLRCK,
      inout              AUD_BCLK,
      output             AUD_DACDAT,
      inout              AUD_DACLRCK,
      output             AUD_XCK,
      input              CLOCK2_50,
      input              CLOCK3_50,
      input              CLOCK4_50,
      input              CLOCK_50,
      output      [12:0] DRAM_ADDR,
      output      [1:0]  DRAM_BA,
      output             DRAM_CAS_N,
      output             DRAM_CKE,
      output             DRAM_CLK,
      output             DRAM_CS_N,
      inout       [15:0] DRAM_DQ,
      output             DRAM_LDQM,
      output             DRAM_RAS_N,
      output             DRAM_UDQM,
      output             DRAM_WE_N,
      output             FAN_CTRL,
      output             FPGA_I2C_SCLK,
      inout              FPGA_I2C_SDAT,
      inout     [35:0]         GPIO_0,
      inout     [35:0]         GPIO_1,
      output      [6:0]  HEX0,
      output      [6:0]  HEX1,
      output      [6:0]  HEX2,
      output      [6:0]  HEX3,
      output      [6:0]  HEX4,
      output      [6:0]  HEX5,
      input              IRDA_RXD,
      output             IRDA_TXD,
      input       [3:0]  KEY,
      output      [9:0]  LEDR,
      inout              PS2_CLK,
      inout              PS2_CLK2,
      inout              PS2_DAT,
      inout              PS2_DAT2,
      input       [9:0]  SW,
      input              TD_CLK27,
      input      [7:0]  TD_DATA,
      input             TD_HS,
      output             TD_RESET_N,
      input             TD_VS,
      output      [7:0]  VGA_B,
      output             VGA_BLANK_N,
      output             VGA_CLK,
      output      [7:0]  VGA_G,
      output             VGA_HS,
      output      [7:0]  VGA_R,
      output             VGA_SYNC_N,
      output             VGA_VS
);
   wire [7:0] hex0_w, hex1_w, hex2_w, hex3_w, hex4_w, hex5_w;
	wire [1:0] slw_clk_w;
	wire [3:0] A, B;
	wire [7:0] res;
	wire [3:0] state;
	KEY_INC mod_key0(.clk(CLOCK_50), .key_btn(KEY[0]), .reset(SW[0]), .slow_clk(slw_clk_w[0]), .out_cnt(A));
	KEY_INC mod_key1(.clk(CLOCK_50), .key_btn(KEY[1]), .reset(SW[0]), .slow_clk(slw_clk_w[1]), .out_cnt(B));
	SEG7_LUT d0(.in(A), .dot(1'b0), .out(hex0_w));
	SEG7_LUT d1(.in(B), .dot(1'b0), .out(hex1_w));
	SEG7_LUT d2(.in(state), .dot(1'b1), .out(hex2_w));
	SEG7_LUT d4(.in(res[3:0]), .dot(1'b1), .out(hex4_w));
	SEG7_LUT d5(.in(res[7:4]), .dot(1'b0), .out(hex5_w));
	four_bit_multiplier mult(.clk(CLOCK_50), .rst(SW[0]), .ena(SW[9]), .A(A), .B(B), .Y(res), .done(LEDR[8]), .state(state));
	assign HEX0 = hex0_w;
	assign HEX1 = hex1_w;
	assign HEX2 = hex2_w;
	assign HEX3 = 8'hFF;
	assign HEX4 = hex4_w;
	assign HEX5 = hex5_w;
	assign LEDR[7:0] = res;
	assign LEDR[9] = SW[9];
endmodule
module KEY_INC (
    input clk,
	input key_btn,
    input reset,      
    output wire slow_clk,
	output reg [3:0] out_cnt);
	wire slow_w;
    clock_divider div0(.clk_in(clk), .rst(reset), .clk_out(slow_w));
    always @(posedge slow_w) begin
		  out_cnt <= reset ? 4'b0 : !key_btn ? out_cnt + 1 : out_cnt;
    end
	 assign slow_clk = slow_w;
endmodule
module clock_divider (
    input wire clk_in,    
    input wire rst,       
    output reg clk_out    
);
    reg [23:0] counter;  
    always @(posedge clk_in or posedge rst) begin
        if (rst) begin
            counter <= 0;
            clk_out <= 0;
        end else if (counter == 2499999) begin
            counter <= 0;
            clk_out <= ~clk_out;
        end else begin
            counter <= counter + 1;
        end
    end
endmodule
module SEG7_LUT(
	input wire [3:0] in,
	input wire dot,
	output reg [7:0] out
);
	always @(in)
	begin
			out[7] = ~dot;
			case(in)
				4'h1: out = 7'b1111001;		 
				4'h2: out = 7'b0100100; 	 
				4'h3: out = 7'b0110000; 	 
				4'h4: out = 7'b0011001; 	 
				4'h5: out = 7'b0010010; 	 
				4'h6: out = 7'b0000010; 	 
				4'h7: out = 7'b1111000; 	 
				4'h8: out = 7'b0000000; 	 
				4'h9: out = 7'b0011000; 	 
				4'ha: out = 7'b0001000;
				4'hb: out = 7'b0000011;
				4'hc: out = 7'b1000110;
				4'hd: out = 7'b0100001;
				4'he: out = 7'b0000110;
				4'hf: out = 7'b0001110;
				4'h0: out = 7'b1000000;
			endcase
	end
endmodule
module controlador
(
    input          clk_i,
    input          rst_i,
    input          strt_cmpt_i,
    output [ 2:0]  state_o
);
multiplier_states_t  state, next_state;
assign state_o = state;
    always @(posedge clk_i, negedge rst_i) 
	 begin
        if (rst_i == 1'b0)
            state <= ST_IDLE;
        else
            state <= next_state;
    end
    always @(strt_cmpt_i,state) begin
        case (state)
            ST_IDLE:
            begin
                if(strt_cmpt_i)
                begin
                    next_state   <=  ST_COMPUTE_PROD0;
                end
                else
                begin
                    next_state   <=  ST_IDLE;
                end
            end    
            ST_COMPUTE_PROD0:
            begin   
                next_state     <= ST_COMPUTE_PROD1 ;
            end
            ST_COMPUTE_PROD1:
            begin   
                next_state     <= ST_COMPUTE_PROD2 ;
            end
            ST_COMPUTE_PROD2:
            begin   
                next_state     <= ST_COMPUTE_PROD3 ;
            end
            ST_COMPUTE_PROD3:
            begin   
                next_state     <= ST_END ;
            end
            ST_END:
                if(strt_cmpt_i)
                begin
                    next_state   <=  ST_END;
                end
                else
                begin
                    next_state   <=  ST_IDLE;
                end
            default: 
            begin
                next_state     <= ST_IDLE;
            end
        endcase
    end
endmodule
module four_bit_multiplier(
    input wire clk,
    input wire rst,
    input wire ena,
    input wire [3:0] A,
    input wire [3:0] B,
    output reg [7:0] Y,
    output wire done,
	 output reg [3:0] state
);
    reg [2:0] curr_state;
    reg [7:0] A_reg, B_reg;
    reg [7:0] prod [3:0];
	 wire [2:0] next_state;
	 reg [7:0] next_prod [3:0];
	 reg next_done;
	 reg [7:0] next_Y;
    controlador controlador_inst(
        .clk_i(clk),
        .rst_i(rst),
        .strt_cmpt_i(ena),
        .state_o(curr_state)
    );
	 always @(posedge clk) begin
		if (!rst) begin
			A_reg <= 8'b0;
			B_reg <= 8'b0;
			prod[0] <= 8'b0;
			prod[1] <= 8'b0;
			prod[2] <= 8'b0;
			prod[3] <= 8'b0;
			Y <= 8'b0;
			done <= 1'b0;
		end
		else
		begin
			A_reg <= {4'b0, A};
			B_reg <= {4'b0, B};
			prod[0] <= next_prod[0];
			prod[1] <= next_prod[1];
			prod[2] <= next_prod[2];
			prod[3] <= next_prod[3];
			Y <= next_Y;
			done <= next_done;
		end
	 end
    always @(*) begin
        next_state = curr_state;
        next_prod[0] = prod[0];
        next_prod[1] = prod[1];
        next_prod[2] = prod[2];
        next_prod[3] = prod[3];
        next_Y = Y;
        next_done = done;
		  case(curr_state)
            ST_IDLE: begin
                next_done = 1'b0;
					 next_Y = 8'b0;
					 next_prod[0] = 8'd0;
					 next_prod[1] = 8'd0;
					 next_prod[2] = 8'd0;
					 next_prod[3] = 8'd0;
					 next_state = ena ? ST_COMPUTE_PROD0 : ST_IDLE;
            end
            ST_COMPUTE_PROD0: begin
                next_prod[0] = B_reg[0] ? A_reg : 8'b0;
                next_done = 1'b0;
					 next_Y = 8'b0;
					 next_state = ST_COMPUTE_PROD1;
            end
            ST_COMPUTE_PROD1:
            begin
                next_prod[1] = B_reg[1] ? A_reg : 8'b0;
                next_done = 1'b0;
					 next_Y = 8'b0;
					 next_state = ST_COMPUTE_PROD2;
            end
            ST_COMPUTE_PROD2:
            begin
                next_prod[2] = B_reg[2] ? A_reg : 8'b0;
                next_done = 1'b0;
					 next_Y = 8'b0;
					 next_state = ST_COMPUTE_PROD3;
            end
            ST_COMPUTE_PROD3:
            begin
                next_prod[3] = B_reg[3] ? A_reg : 8'b0;
                next_done = 1'b0;
					 next_Y = 8'b0;
					 next_state = ST_END;
            end
            ST_END:
            begin                
					 next_done = 1'b1;
					 next_Y = next_prod[0] + (next_prod[1] << 1) + (next_prod[2] << 2) + (next_prod[3] << 3);
					 next_state = ST_IDLE;
            end
				default:
				begin
					next_done = 1'b0;
					next_Y = 8'b0;
				end
        endcase
    end
	 assign state = {1'b0, curr_state};
endmodule
==> flow/config.mk <==
export PLATFORM = sky130hd
export DESIGN_NAME = DE1_SoC_Default
export DESIGN_NICKNAME = DE1_SoC_Default
export VERILOG_FILES = /design/flow/design.v
export SDC_FILE = /design/flow/constraint.sdc
export NUM_CORES = 4
export LEC_CHECK = 1
export CORE_UTILIZATION = 40
==> flow/constraint.sdc <==
current_design DE1_SoC_Default

set clk_period 6.4
set clk_io_pct 0.2

create_clock -name clk0 -period $clk_period [get_ports {CLOCK_50}]

set non_clock_inputs [all_inputs -no_clocks]
set_input_delay [expr $clk_period * $clk_io_pct] -clock clk0 $non_clock_inputs
set_output_delay [expr $clk_period * $clk_io_pct] -clock clk0 [all_outputs]
==> deck_impl_summary.md <==
Implementation Results

Logic synthesis
  – Sequential fraction of the synthesis area: between 40% and 50%
  – Fraction of the mapped netlist area in compound gates: 8.11%
  – Synthesized area per cell: roughly 9.6 sq um
  – Main synth FF type: dfxtp_1
  – Parity-gate share of the synthesized area counting xor and xnor cells: under 10%
  – Cell count in the Yosys report: 670
  – Adder-Cell Fraction of Synth Area: under 10%
  – YS warnings: ~80
  – Synthesis-stage register bit count: between 100 and 150
  – Instance tally after logic synthesis: ~670
  – Chip Area, Yosys: 0.00644 sq mm
  – Simple-Gate Area Share: between 15 and 20%
  – Tally of unique sky130hd cells used after synthesis: a little under 70
  – Post-synth ARST share: 43.4%
  – Area fraction in mux cells: about 2.7%
  – EDFF count, synth: 0
  – Largest non-sequential cell family by area: simple AND/OR/NAND/NOR gates
  – Post-Synthesis Cell Area: about 0.0064 sq mm

Power
  – Max rail drop VDD: 128 uV
  – Power per Cell Area: between 150 and 200 mW/mm^2
  – Static Leak: 3.19 nW
  – Overall power of the completed layout: 1.35 mW

Final layout
  – Combined area of the multi-input logic cells: approximately 0.0032 sq mm
  – Non-Filler Instances: between 900 and 1000
  – Fraction of the core area covered by cells at the end of the flow: 44.9%
  – Synthesis-to-layout area growth: 10.4%
  – Most common logic cells in the final layout: 69 x dfxtp_1, 68 x conb_1, 63 x nor2_1
  – Flop area: ~0.0027 sq mm
  – Fin area: a little over 0.007 sq mm
  – Registers with the most flip-flops: mod_key0.div0.counter x24, mod_key1.div0.counter x24, mult.prod x16
  – Top cell excl fill/tap: dfxtp_1
  – Total of fill cells in the finished design: 1410
  – Fraction of final layout cells sized beyond drive strength 1: under 10%

Die
  – Top-Level Pins: between 200 and 250
  – Number of cell rows: 46
  – Overall die height: ~130 um
  – Pre-placement core utilization: between 40% and 50%
  – Area of the chip: 0.0166 sq mm
  – Horizontal extent of the die: between 100 and 150 um
  – Placeable core area: between 0.015 and 0.02 sq mm

Worst setup path
  – Data required time at the worst endpoint: 6.63 ns
  – Crit path buf inv count: 3
  – WP data arrival: 3.83 ns
  – Setup Crit Path Kind: input pin to flip-flop
  – List of cells traversed by the critical path: clkdlybuf4s50_1, buf_4, nand3_2, inv_1, nand2_1, ha_1, nand2b_1, o311ai_0, o21ai_0, o21a_1
  – Register-to-register path setup slack: ~3 ns
  – Slowest stage cell on the critical path: clkdlybuf4s50_1
  – Endpoint kind of the worst setup timing path: flip-flop
  – Category of the worst setup path launch point: input pin
  – Highest cell delay on the worst timing path: about 0.46 ns
  – Worst Path Max Fanout: 23
  – Gate family responsible for the most delay along the worst path: buffers and inverters

Global routing
  – GR met3 Demand/Resource: around 2.5%
  – Antenna violations before repair: 0
  – Global-route usage over all layers: 13.2%
  – Busiest metal layer after global routing: met2
  – Met2 layer usage reported by global route: a little over a fifth
  – Global-route wire length before repair: ~18000 um
  – Pin count of the biggest net entering global routing: 43
  – Met1 demand-to-capacity share in global routing: ~19%
  – Via count of the first global-routing pass: around 3900
  – Total grt overflow: 0

Final timing
  – Max-slew violation count: 0
  – Hold violation count in the final report: 0
  – Final worst path period need: 3.60 ns
  – Final hold slack: between 0.4 and 0.5 ns
  – Worst-margin pin slew: between 0.8 and 0.9 ns
  – Fmax achieved: 0.278 GHz
  – Worst setup slack after layout: approximately 2.8 ns
  – Count of endpoints failing setup in the final report: 0
  – Register pins left without a clock: 22
  – Setup repair after global routing missed its margin: no
  – Final period util: between 50% and 60%
  – Count of endpoints without a timing constraint: 132
  – Post-Route Setup TNS: 0 ns
  – Worst-case clock skew: between 0.004 and 0.005 ns
  – Normalized max-slew margin: 39.9%

CTS
  – Clock-pin slew on the worst setup and hold paths: ~0.060 ns
  – Hold buffers post-CTS: 0
  – Resized Gates After CTS: 0
  – CTS tree: yes
  – Number of setup buffers added after CTS: 0
  – Worst-Skew Late Latency: between 0.3 and 0.4 ns
  – Number of buffers added by the clock tree synthesis step: 9
  – Maximum clock path buffer count: 2
  – Library cell used as clock root buffer: clkbuf_16
  – Number of H-tree branching levels: 3

Status
  – Outcome: complete, no violations

Route
  – Number of iterations in the first detailed-routing pass: 5
  – Detailed-route via count: about 4400
  – Wirelength, routed: between 10000 and 15000 um
  – Number of routed nets with antenna violations: 0
  – Per-cell routed wire length: ~11 um
  – Average via count per standard cell: between 4 and 5
  – Final routed DRC violation total: 0
  – Diode count: 0
  – Number of violations reported at the end of detailed-routing iteration 0: ~140

Place
  – Port bufs: 49
  – Setup slack after placement: 2.53 ns
  – Dpl cell area: between 0.006 and 0.007 sq mm
  – Placed cell count: a little over 900
  – Post-detailed-placement half-perimeter wirelength: ~7500 um
  – Last weighted congestion value of the routability-driven placer: approximately 0.85

Job
  – Count of maximum capacitance violations: 0
  – Tool warnings: 167

Hold path
  – Hold/Removal Path Class: flip-flop to flip-flop
cells by family (layout without fill, tap and decap cells):
kind of cell / after synthesis / after routing
xor gates and xnor gates: 58 / 58
buffers and inverters: 130 / 108
muxes: 17 / 17
adders and majority gates: 43 / 43
DFF: 122 / 122
and+or+nand+nor: 218 / 218
AOI/OAI and AO/OA: 80 / 80
other: 2 / 68
where the power goes:
group | total (mW) | switching, mW | internal, mW
sequential | 0.663 | 0.0250 | 0.638
clock | 0.483 | 0.222 | 0.261
combinational | 0.204 | 0.0984 | 0.105
Yosys cell counts (6+ instances only):
master | n | area, sq um
a21oi_1 | 18 | 90.1
a22oi_1 | 12 | 90.1
and2_1 | 12 | 75.1
and3_1 | 7 | 43.8
buf_4 | 73 | 548
clkbuf_1 | 10 | 37.5
dfrtp_1 | 53 | 1330
dfxtp_1 | 69 | 1380
ha_1 | 38 | 475
inv_1 | 34 | 128
mux2i_1 | 13 | 130
nand2_1 | 34 | 128
nand3_1 | 36 | 180
nand4_1 | 18 | 113
nor2_1 | 63 | 236
nor2b_1 | 7 | 43.8
nor3_1 | 8 | 40.0
nor4b_1 | 6 | 52.6
o21ai_0 | 16 | 80.1
o22ai_1 | 7 | 43.8
xnor2_1 | 30 | 263
xor2_1 | 26 | 228
worst reg2reg max path, stage by stage (launching register included):
cell and delay [ns]:
dfxtp_1 0.32, inv_1 0.06, fa_1 0.54, inv_1 0.05, fa_1 0.45, ha_1 0.24
fa_1 0.40, xnor2_1 0.16, nor2_1 0.25, inv_1 0.14, ha_1 0.31, nor2b_1 0.16
mux2i_1 0.12, a2bb2oi_1 0.08
final timing paths:
| path | startpoint | to | cells after the start |
|---|---|---|---|
| setup / recovery | SW[0] | d4.out[0] | 10 |
| hold / removal | mult.prod[3][0] | mult.prod[3][0] | 2 |
| setup reg to reg | mult.prod[3][0] | d5.out[3] | 13 |
| hold reg to reg | mult.prod[3][0] | mult.prod[3][0] | 2 |
| max in group asynchronous | SW[0] | mod_key0.div0.counter[10] | 4 |
| min in group asynchronous | SW[0] | mult.controlador_inst.state[0] | 2 |
layer usage:
layer	share of wire, %	vias to the layer above	wire length [um]
li1	-	2199	-
met5	0	-	0
met3	5.7	17	599
met4	1.8	0	186
met1	48	2052	5060
met2	45	144	4710
area by class of cell:
cell class / count / area share [%]
tap: 216 / 3.80
multi-input combinational: 484 / 44.8
timing repair buffer: 53 / 7.32
clock inverter: 5 / 0.387
clock buffer: 11 / 3.27
inverter: 39 / 2.32
sequential: 122 / 38.1
Power and IR drop assume default switching activity.
