File: flow/design.v
typedef enum logic [2:0] {
   	ST_IDLE    = 3'b000, 
	ST_COMPUTE_PROD0 = 3'b001, 
	ST_COMPUTE_PROD1 = 3'b010,
	ST_COMPUTE_PROD2 = 3'b011,
	ST_COMPUTE_PROD3 = 3'b100,
	ST_END     = 3'b101
} multiplier_states_t;
typedef enum logic [3:0] {
   ST_IDLE_RAM_CONTROLLER = 4'd0,
	ST_READ_INPUT = 4'd1, 
	ST_CALC_PROD = 4'd2,
	ST_WAIT_CALC = 4'd3,
	ST_WRITE_OUTPUT = 4'd4,
	ST_WAIT_FINISH = 4'd5,
	ST_SET_FINISH = 4'd6,
	ST_WAIT_SHUTDOWN = 4'd7,
	ST_CLEAR = 4'd8
} dp_ram_controller_states_t;
module KEY_INC (
    input clk,
	input key_btn,
    input reset,      
    output wire slow_clk,
	output reg [3:0] out_cnt);
	wire slow_w;
    clock_divider div0(.clk_in(clk), .rst(reset), .clk_out(slow_w));
    always @(posedge slow_w) begin
		  out_cnt <= reset ? 4'b0 : !key_btn ? out_cnt + 1 : out_cnt;
    end
	 assign slow_clk = slow_w;
endmodule
module clock_divider (
    input wire clk_in,    
    input wire rst,       
    output reg clk_out    
);
    reg [23:0] counter;  
    always @(posedge clk_in or posedge rst) begin
        if (rst) begin
            counter <= 0;
            clk_out <= 0;
        end else if (counter == 2499999) begin
            counter <= 0;
            clk_out <= ~clk_out;
        end else begin
            counter <= counter + 1;
        end
    end
endmodule
module SEG7_LUT(
	input wire [3:0] in,
	input wire dot,
	output reg [7:0] out
);
	always @(in)
	begin
			out[7] = ~dot;
			case(in)
				4'h1: out = 7'b1111001;		 
				4'h2: out = 7'b0100100; 	 
				4'h3: out = 7'b0110000; 	 
				4'h4: out = 7'b0011001; 	 
				4'h5: out = 7'b0010010; 	 
				4'h6: out = 7'b0000010; 	 
				4'h7: out = 7'b1111000; 	 
				4'h8: out = 7'b0000000; 	 
				4'h9: out = 7'b0011000; 	 
				4'ha: out = 7'b0001000;
				4'hb: out = 7'b0000011;
				4'hc: out = 7'b1000110;
				4'hd: out = 7'b0100001;
				4'he: out = 7'b0000110;
				4'hf: out = 7'b0001110;
				4'h0: out = 7'b1000000;
			endcase
	end
endmodule
module controlador
(
    input          clk_i,
    input          rst_i,
    input          strt_cmpt_i,
    output [ 2:0]  state_o
);
multiplier_states_t  state, next_state;
assign state_o = state;
    always @(posedge clk_i, negedge rst_i) 
	 begin
        if (rst_i == 1'b0)
            state <= ST_IDLE;
        else
            state <= next_state;
    end
    always @(strt_cmpt_i,state) begin
        case (state)
            ST_IDLE:
            begin
                if(strt_cmpt_i)
                begin
                    next_state   <=  ST_COMPUTE_PROD0;
                end
                else
                begin
                    next_state   <=  ST_IDLE;
                end
            end    
            ST_COMPUTE_PROD0:
            begin   
                next_state     <= ST_COMPUTE_PROD1 ;
            end
            ST_COMPUTE_PROD1:
            begin   
                next_state     <= ST_COMPUTE_PROD2 ;
            end
            ST_COMPUTE_PROD2:
            begin   
                next_state     <= ST_COMPUTE_PROD3 ;
            end
            ST_COMPUTE_PROD3:
            begin   
                next_state     <= ST_END ;
            end
            ST_END:
                if(strt_cmpt_i)
                begin
                    next_state   <=  ST_END;
                end
                else
                begin
                    next_state   <=  ST_IDLE;
                end
            default: 
            begin
                next_state     <= ST_IDLE;
            end
        endcase
    end
endmodule
module four_bit_multiplier(
    input wire clk,
    input wire rst,
    input wire ena,
    input wire [3:0] A,
    input wire [3:0] B,
    output reg [7:0] Y,
    output wire done,
	 output reg [3:0] state
);
    reg [2:0] curr_state;
    reg [7:0] A_reg, B_reg;
    reg [7:0] prod [3:0];
	 wire [2:0] next_state;
	 reg [7:0] next_prod [3:0];
	 reg next_done;
	 reg [7:0] next_Y;
    controlador controlador_inst(
        .clk_i(clk),
        .rst_i(rst),
        .strt_cmpt_i(ena),
        .state_o(curr_state)
    );
	 always @(posedge clk) begin
		if (!rst) begin
			A_reg <= 8'b0;
			B_reg <= 8'b0;
			prod[0] <= 8'b0;
			prod[1] <= 8'b0;
			prod[2] <= 8'b0;
			prod[3] <= 8'b0;
			Y <= 8'b0;
			done <= 1'b0;
		end
		else
		begin
			A_reg <= {4'b0, A};
			B_reg <= {4'b0, B};
			prod[0] <= next_prod[0];
			prod[1] <= next_prod[1];
			prod[2] <= next_prod[2];
			prod[3] <= next_prod[3];
			Y <= next_Y;
			done <= next_done;
		end
	 end
    always @(*) begin
        next_state = curr_state;
        next_prod[0] = prod[0];
        next_prod[1] = prod[1];
        next_prod[2] = prod[2];
        next_prod[3] = prod[3];
        next_Y = Y;
        next_done = done;
		  case(curr_state)
            ST_IDLE: begin
                next_done = 1'b0;
					 next_Y = 8'b0;
					 next_prod[0] = 8'd0;
					 next_prod[1] = 8'd0;
					 next_prod[2] = 8'd0;
					 next_prod[3] = 8'd0;
					 next_state = ena ? ST_COMPUTE_PROD0 : ST_IDLE;
            end
            ST_COMPUTE_PROD0: begin
                next_prod[0] = B_reg[0] ? A_reg : 8'b0;
                next_done = 1'b0;
					 next_Y = 8'b0;
					 next_state = ST_COMPUTE_PROD1;
            end
            ST_COMPUTE_PROD1:
            begin
                next_prod[1] = B_reg[1] ? A_reg : 8'b0;
                next_done = 1'b0;
					 next_Y = 8'b0;
					 next_state = ST_COMPUTE_PROD2;
            end
            ST_COMPUTE_PROD2:
            begin
                next_prod[2] = B_reg[2] ? A_reg : 8'b0;
                next_done = 1'b0;
					 next_Y = 8'b0;
					 next_state = ST_COMPUTE_PROD3;
            end
            ST_COMPUTE_PROD3:
            begin
                next_prod[3] = B_reg[3] ? A_reg : 8'b0;
                next_done = 1'b0;
					 next_Y = 8'b0;
					 next_state = ST_END;
            end
            ST_END:
            begin                
					 next_done = 1'b1;
					 next_Y = next_prod[0] + (next_prod[1] << 1) + (next_prod[2] << 2) + (next_prod[3] << 3);
					 next_state = ST_IDLE;
            end
				default:
				begin
					next_done = 1'b0;
					next_Y = 8'b0;
				end
        endcase
    end
	 assign state = {1'b0, curr_state};
endmodule
module DE10_LITE_Default(
	input 		          		ADC_CLK_10,
	input 		          		MAX10_CLK1_50,
	input 		          		MAX10_CLK2_50,
	output		    [12:0]		DRAM_ADDR,
	output		     [1:0]		DRAM_BA,
	output		          		DRAM_CAS_N,
	output		          		DRAM_CKE,
	output		          		DRAM_CLK,
	output		          		DRAM_CS_N,
	inout 		    [15:0]		DRAM_DQ,
	output		          		DRAM_LDQM,
	output		          		DRAM_RAS_N,
	output		          		DRAM_UDQM,
	output		          		DRAM_WE_N,
	output		     [7:0]		HEX0,
	output		     [7:0]		HEX1,
	output		     [7:0]		HEX2,
	output		     [7:0]		HEX3,
	output		     [7:0]		HEX4,
	output		     [7:0]		HEX5,
	input 		     [1:0]		KEY,
	output		     [9:0]		LEDR,
	input 		     [9:0]		SW,
	output		     [3:0]		VGA_B,
	output		     [3:0]		VGA_G,
	output		          		VGA_HS,
	output		     [3:0]		VGA_R,
	output		          		VGA_VS,
	output		          		GSENSOR_CS_N,
	input 		     [2:1]		GSENSOR_INT,
	output		          		GSENSOR_SCLK,
	inout 		          		GSENSOR_SDI,
	inout 		          		GSENSOR_SDO,
	inout 		    [15:0]		ARDUINO_IO,
	inout 		          		ARDUINO_RESET_N,
	inout 		    [35:0]		GPIO
);
	wire [7:0] hex0_w, hex1_w, hex2_w, hex3_w, hex4_w, hex5_w;
	wire [1:0] slw_clk_w;
	wire [3:0] A, B;
	wire [7:0] res;
	wire [3:0] state;
	KEY_INC mod_key0(.clk(MAX10_CLK1_50), .key_btn(KEY[0]), .reset(SW[0]), .slow_clk(slw_clk_w[0]), .out_cnt(A));
	KEY_INC mod_key1(.clk(MAX10_CLK1_50), .key_btn(KEY[1]), .reset(SW[0]), .slow_clk(slw_clk_w[1]), .out_cnt(B));
	SEG7_LUT d0(.in(A), .dot(1'b0), .out(hex0_w));
	SEG7_LUT d1(.in(B), .dot(1'b0), .out(hex1_w));
	SEG7_LUT d2(.in(state), .dot(1'b1), .out(hex2_w));
	SEG7_LUT d4(.in(res[3:0]), .dot(1'b1), .out(hex4_w));
	SEG7_LUT d5(.in(res[7:4]), .dot(1'b0), .out(hex5_w));
	four_bit_multiplier mult(.clk(MAX10_CLK1_50), .rst(SW[0]), .ena(SW[9]), .A(A), .B(B), .Y(res), .done(LEDR[8]), .state(state));
	assign HEX0 = hex0_w;
	assign HEX1 = hex1_w;
	assign HEX2 = hex2_w;
	assign HEX3 = 8'hFF;
	assign HEX4 = hex4_w;
	assign HEX5 = hex5_w;
	assign LEDR[7:0] = res;
	assign LEDR[9] = SW[9];
endmodule
File: flow/run.sh
#!/bin/bash
# OpenROAD 26Q1-2900-gdf79404cd8, Yosys 0.63+post, stock flow scripts
make -C /OpenROAD-flow-scripts/flow DESIGN_CONFIG=/design/flow/config.mk WORK_HOME=/design/flow/orfs finish
File: flow/config.mk
export PLATFORM = sky130hd
export DESIGN_NAME = DE10_LITE_Default
export DESIGN_NICKNAME = DE10_LITE_Default
export VERILOG_FILES = /design/flow/design.v
export SDC_FILE = /design/flow/constraint.sdc
export NUM_CORES = 4
export LEC_CHECK = 1
export CORE_UTILIZATION = 50
File: flow/constraint.sdc
current_design DE10_LITE_Default

set clk_period 4.8
set clk_io_pct 0.2

create_clock -name clk0 -period $clk_period [get_ports {MAX10_CLK1_50}]

set non_clock_inputs [all_inputs -no_clocks]
set_input_delay [expr $clk_period * $clk_io_pct] -clock clk0 $non_clock_inputs
set_output_delay [expr $clk_period * $clk_io_pct] -clock clk0 [all_outputs]
==> impl_metrics.env <==
# flow metrics
export IMPL_met2_wirelength_mm=4.45
export IMPL_path_max_fanout=6
export IMPL_seq_area_um2=2710
export IMPL_p_leak_nw=3.16
export IMPL_min_path_cells=1
export IMPL_antenna_diode_count=0
export IMPL_cp_end_kind="flip-flop"
export IMPL_hpwlAfterDp_mm=7.24
export IMPL_period_minus_slack_ps=3380
export IMPL_startpoint_type="flip-flop"
export IMPL_wl_per_cell_um=11.8
export IMPL_port_buffers=49
export IMPL_synth_top_cell_by_count="dfxtp_1"
export IMPL_max_slew_margin_pct=38.7
export IMPL_largest_area_cell="dfxtp_1"
export IMPL_fillers=1043
export IMPL_globalplace_congestion=0.908
export IMPL_top_cell_area_share_pct=21.8
export IMPL_crit_type="reg -> reg"
export IMPL_cts_hold_buf=0
export IMPL_highest_signal_layer="met4"
export IMPL_drt_met1_wl_mm=5.17
export IMPL_maxSlewViolCount=0
export IMPL_io_pins=185
export IMPL_drive_above_1_share_pct=5.87
export IMPL_drt_iter0_markers=241
export IMPL_fmax_ghz=0.296
export IMPL_unclocked_regs=22
export IMPL_tightestPinTransition_ps=916
export IMPL_ff_type="dfxtp_1"
export IMPL_ff2ff_setup_slack_ps=1420
export IMPL_postSynth_asyncResetShare_pct=43.4
export IMPL_grt_util_all_layers_pct=17.2
export IMPL_die_width_um=114
export IMPL_top_cells_by_count="dfxtp_1, nor2_1, buf_4"
export IMPL_viasPerCell=5.00
export IMPL_tritoncts="yes"
export IMPL_antenna_left=0
export IMPL_cts_made_buffers=9
export IMPL_clock_path_buffers=2
export IMPL_firstDrtPassIters=4
export IMPL_fp_util_pct=52.0
export IMPL_warning_count=127
export IMPL_fin_tns_setup_ps=0
export IMPL_grt_pass1_wl_mm=17.9
export IMPL_final_util_pct=58.0
export IMPL_reg2reg_depth=13
export IMPL_min_path_type="reg -> reg"
export IMPL_num_rows=40
export IMPL_wl_mm=10.2
export IMPL_synth_cell_types=69
export IMPL_ys_seq_share_pct=42.8
export IMPL_peakVddDrop_mv=0.149
export IMPL_outcome="completed"
export IMPL_timing_final_crit_share_pct=70.4
export IMPL_cts_setup_buffers=0
export IMPL_ys_warn_count=56
export IMPL_yosys_area_um2=6320
export IMPL_ys_cells=654
export IMPL_setup_viol=0
export IMPL_whs_endpoint="mod_key0.div0.counter[23]"
export IMPL_synth_area_per_cell_um2=9.67
export IMPL_clkTransAtPathRegs_ps=60
export IMPL_overflow=0
export IMPL_syn_to_final_growth_pct=11.5
export IMPL_netlist_instances=654
export IMPL_topCellsByArea="dfxtp_1, dfrtp_1, ha_1"
export IMPL_die_h_um=114
export IMPL_rsz0062_at_grt="false"
export IMPL_h_tree_depth=3
export IMPL_cts_root_buffer="clkbuf_16"
export IMPL_reg2reg_from="mult.prod[3][0]"
export IMPL_arrival_ps=3610
export IMPL_largest_registers="mod_key0.div0.counter x24, mod_key1.div0.counter x24, mult.prod x16"
export IMPL_vias=4328
export IMPL_core_um2=12200
export IMPL_cp_required_ps=5030
export IMPL_insertion_delay_ps=350
export IMPL_crit_chain="inv_1 > fa_1 > inv_1 > fa_1 > ha_1 > fa_1 > xnor2_1 > nor2_1 > inv_1 > ha_1 > nor2b_1 > mux2i_1 > a2bb2oi_1"
export IMPL_grt_pass1_vias=3941
export IMPL_r2r_end="HEX5[3]"
export IMPL_finalHoldViolCount=0
export IMPL_comb_area_um2=3130
export IMPL_untimed_endpoints=107
export IMPL_dp_cells=850
export IMPL_slowest_stage="fa_1"
export IMPL_grt_max_degree=44
export IMPL_cpPeakStageDelay_ps=530
export IMPL_syn_area_um2=6320
export IMPL_synth_edff_count=0
export IMPL_met3_length_um=481
export IMPL_grt_antenna_before_repair=0
export IMPL_final_cells=866
export IMPL_powerDensity_nw_per_um2=271
export IMPL_hp_start="mod_key0.div0.counter[23]"
export IMPL_dieArea_um2=13100
export IMPL_drc_errors=0
export IMPL_cts_resized=0
export IMPL_clock_skew_ps=8.43
export IMPL_maxCapViolations=0
export IMPL_numSynthFlops=122
how the worst max path moves through the flow:
stage | from | to | slack, ps | depth (start not counted)
4_1_cts | mult.prod[3][0] | HEX5[3] | 1410 | 13
5_1_grt | mult.prod[3][0] | HEX5[3] | 1240 | 13
6_report | mult.prod[3][0] | HEX5[3] | 1420 | 13
layout by cell type, fill, tap and decap left out, drive strengths merged, types with 27 or more instances in the layout:
| cell type | n |
|---|---|
| conb | 52 |
| xnor2 | 31 |
| inv | 36 |
| nor2 | 63 |
| nand3 | 37 |
| clkdlybuf4s50 | 49 |
| xor2 | 27 |
| dfxtp | 69 |
| dfrtp | 53 |
| ha | 38 |
| nand2 | 35 |
final cells by class:
class / instances / area share (%)
multi-input combinational: 468 / 44.4
inverter: 39 / 2.34
clock buffer: 10 / 3.25
clock inverter: 6 / 1.26
timing repair buffer: 53 / 7.38
tap: 168 / 2.98
sequential: 122 / 38.4
where the power goes:
part / switching, mW / internal [mW] / total [mW]
combinational: 0.126 / 0.140 / 0.266
clock: 0.303 / 0.457 / 0.759
sequential: 0.0321 / 0.851 / 0.883
routing by layer:
metal	GRT usage, %	vias to the layer above
met2	26.5	130
met5	0	-
met3	3.02	10
li1	-	2194
met4	2.08	0
met1	27.5	1994
stage by stage:
| step | hold slack (ps) | setup WS, ps | power [mW] | area, µm² |
|---|---|---|---|---|
| 2_1_floorplan | 443 | 1490 | 1.08 | 6510 |
| 3_3_place_gp | 458 | 1250 | 1.17 | 6730 |
| 3_5_place_dp | 459 | 1250 | 1.17 | 6730 |
| 4_1_cts | 472 | 1410 | 1.94 | 7050 |
| 5_1_grt | 493 | 1240 | 2.00 | 7050 |
| 6_report | 469 | 1420 | 1.91 | 7050 |
cells by family after synthesis:
logic type / synth area share, %
compound gates: 8.27
xor+xnor: 8.27
fa+ha+maj: 9.10
buf+inv: 10.7
flops: 42.8
mux: 2.77
other cells: 0.119
simple gates: 18.0
critical path, delay by kind of cell (launching register included):
kind            cells  cell delay (ps)
flops               1              330
simple gates        2              420
compound gates      1               70
fa+ha+maj           5             1930
mux                 1              120
xor+xnor            1              160
buf+inv             3              260
Power figures rest on the tool's default switching activity, not on a simulated workload.
